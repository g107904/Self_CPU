**design/flow/design.v**
```verilog
`timescale 1ns / 1ps
module RF(
    input clk,
    input W,
    input[4:0] R_reg1,
    input[4:0] R_reg2,
    input[4:0] W_reg,
    input[31:0] W_data,
    output[31:0] R_data1,
    output[31:0] R_data2
    );
    reg[31:0] data[31:0];
    integer i = 0;
    initial
    begin
        for(i = 0;i < 32;i = i + 1)
            data[i] = i;
    end
    always@(posedge clk)
    begin
        if(W)
            data[W_reg] = W_data;
    end
    assign R_data1 = data[R_reg1];
    assign R_data2 = data[R_reg2];
endmodule
```
**design/flow/run.sh**
```bash
#!/bin/bash
# OpenROAD 26Q1-2900-gdf79404cd8, Yosys 0.63+post, stock flow scripts
make -C /OpenROAD-flow-scripts/flow DESIGN_CONFIG=/design/flow/config.mk WORK_HOME=/design/flow/orfs finish
```
**design/flow/config.mk**
```make
export PLATFORM = sky130hd
export DESIGN_NAME = RF
export DESIGN_NICKNAME = RF
export VERILOG_FILES = /design/flow/design.v
export SDC_FILE = /design/flow/constraint.sdc
export NUM_CORES = 4
export LEC_CHECK = 1
export CORE_UTILIZATION = 30
```
**design/flow/constraint.sdc**
```tcl
current_design RF

set clk_period 6.4
set clk_io_pct 0.2

create_clock -name clk0 -period $clk_period [get_ports {clk}]

set non_clock_inputs [all_inputs -no_clocks]
set_input_delay [expr $clk_period * $clk_io_pct] -clock clk0 $non_clock_inputs
set_output_delay [expr $clk_period * $clk_io_pct] -clock clk0 [all_outputs]
```
==> changes_impl.md <==
### Implementation results

* Largest net degree at the start of global routing at 72
* Number of I/O pins at 113
* Synth Seq Share at 63.0%
* Worst slew pin tran at 0.911 ns
* # hold bufs at CTS at 0
* Worst Path Required at 5.12 ns
* Tmin final at 5.60 ns
* Setup crit start kind: primary input
* Register bit total from synthesis at 1024
* Core area at 161000 sq um
* Unique cell types at 23
* Crit Path Class: in2out
* DPL Wire Length at 89800 um
* Worst vdd ir at 0.205 mV
* Die area at 164000 sq um
* Area fraction in xor and xnor cells at 0%
* Vias in the first global route at 32.3k
* Top logic family: multiplexers
* Max FFs per register at 1024
* Vias at 31.1k
* Cts bufs inserted at 103
* Area figure in the yosys stat output at 48800 sq um
* Register area at 30700 sq um
* First-pass GRT wire length at 221000 um
* DRT Wirelength at 154000 um
* Outcome: complete, no violations
* Routed wire per std cell at 26.8 um
* Max Slew Vio Count at 0
* LEAKAGE at 0.0203 uW
* Mapped cell area at 48800 sq um
* Root Buffer: clkbuf_16
* CTS-repair resized insts at 0
* Top cells excl fill/tap: 1024 x mux2i_1, 1024 x edfxtp_1, 194 x nand3_1
* Comb area at 16800 sq um
* Antenna-violating nets left at 0
* Min-Delay Path Class: in2reg
* Clock tree buffer depth at 3
* Ys Warns at 1
* Yosys adder share at 0%
* Yosys cell count at 3386
* Number of core rows at 147
* Simple Share, Synth at 4.71%
* H-tree levels at 3
* IO buf count at 112
* Final setup violation count at 0
* Die height at 405 um
* Filler cell count at 15.2k
* Fmax at 0.179 GHz
* RSZ-0062 raised after global routing: false
* Compound Share, Synth at 8.04%
* Tool warnings at 26
* Worst rel slew slack at 39.1%
* Worst-path fanout max at 28
* Mux area share at 21.0%
* Cycle use final at 87.5%
* PwrDens at 263 nW/um^2
* Clock slew at reported path FFs at 0.06 ns
* Syn_area_per_cell at 14.4 sq um
* Area Growth Syn to Fin at 15.3%
* First-pass detailed-route iteration total at 8
* Final RePlAce weighted congestion at 0.875
* Initial DRC count at 2170
* Final hold slack at 1.36 ns
* Post-route setup TNS at 0 ns
* Initial cell density of the core at 30.3%
* Die width at 405 um
* Clk sinks at 1024
* Max Cap Viol at 0
* Global-route usage over all layers at 19.6%
* Endpoints failing hold at 0
* Share of layout cells above drive strength 1 at 9.77%
* DR vias/cell at 5.40
* DRC errors left at 0
* CTS tree: done
* Syn Inst Count at 3386
* GRT Residual Overflow at 0
* Critical Path End Type: output pin
* Post-CTS Setup Repair Bufs at 0
* Crit path DAT at 4.32 ns
* Initial antenna violation count at 12
-- power by group --
group	switching (uW)	leakage, uW	total (uW)	internal [uW]
logic	864	0.00948	1410	543
clock network	2650	0.00159	5890	3240
registers	31.6	0.00922	7490	7460
total	3550	0.0203	14800	11200
-- final cells by class --
cell class / count / share of cell area [%]
Antenna cell: 2 / 0.00890
Clock buffer: 127 / 4.74
Clock inverter: 66 / 1.11
Multi-Input combinational cell: 2109 / 29.8
Sequential cell: 1024 / 54.7
Tap cell: 2160 / 4.81
Timing Repair Buffer: 268 / 4.83
-- cells by family after synthesis --
kind of cell	count (synthesis)
DFF	1024
and+or+nand+nor	509
AOI/OAI and AO/OA	576
muxes	1024
buffers and inverters	253
-- routing by layer --
layer | share of wire [%] | GRT usage, %
met1 | 36 | 23.7
met2 | 46 | 29.5
met3 | 14 | 11.3
met4 | 4.6 | 7.18
met5 | 0.069 | 0.0595
-- final timing paths --
| path | to | cells past startpoint | from |
|---|---|---|---|
| max | R_data1[29] | 7 | R_reg1[0] |
| min | data[26][1]$_DFFE_PP_ | 2 | W_data[1] |
-- Yosys cell counts (all sizes together) --
cell type	n	area share, %
nor3	64	0.66
nand3b	5	0.077
a31oi	64	0.82
mux2i	1024	21
or3	1	0.013
nand2	195	1.5
and2	2	0.026
a22o	128	2.3
or2	2	0.026
nor2	35	0.27
edfxtp	1024	63
or3b	3	0.054
a22oi	192	3.0
clkbuf	90	0.72
nand3	194	2.0
nand2b	4	0.051
nor2b	4	0.051
buf	163	2.5
a21oi	192	2.0
-- critical path: stages --
cell	delay (ns)
clkdlybuf4s50_1	0.70
nor2b_4	0.63
buf_4	0.52
a22oi_1	0.20
a31oi_1	0.30
nand3_1	0.21
clkdlybuf4s50_1	0.45
-- through the flow --
step / area [sq um] / util, % / setup WS [ns] / power, uW / std cells
final: 56200 / 34.9 / 0.803 / 14800 / 5756
after global placement: 52900 / 32.9 / 0.879 / 9030 / 5561
after global routing: 56200 / 34.9 / 0.587 / 15200 / 5754
after floorplan: 48800 / - / 2.69 / 8400 / 3386
after CTS: 56200 / 34.9 / 0.834 / 14900 / 5754
after detailed placement: 52900 / 32.9 / 0.814 / 9030 / 5561
No activity file was given, so power comes from the tool's default toggle rates.
