[run.sh]
#!/bin/bash
# OpenROAD 26Q1-2900-gdf79404cd8, Yosys 0.63+post, stock flow scripts
make -C /OpenROAD-flow-scripts/flow DESIGN_CONFIG=/design/flow/config.mk WORK_HOME=/design/flow/orfs finish
[config.mk]
export PLATFORM = sky130hd
export DESIGN_NAME = in_reg
export DESIGN_NICKNAME = in_reg
export VERILOG_FILES = /design/flow/design.v
export SDC_FILE = /design/flow/constraint.sdc
export NUM_CORES = 4
export LEC_CHECK = 1
export CORE_AREA = 10 10 86 86
export DIE_AREA = 0 0 96 96
export SYNTH_MEMORY_MAX_BITS = 65536
[constraint.sdc]
current_design in_reg

set clk_period 2.3
set clk_io_pct 0.2

create_clock -name clk0 -period $clk_period

set non_clock_inputs [all_inputs -no_clocks]
set_input_delay [expr $clk_period * $clk_io_pct] -clock clk0 $non_clock_inputs
set_output_delay [expr $clk_period * $clk_io_pct] -clock clk0 [all_outputs]
[design.v]
`timescale 1ns / 1ps
module in_reg(
    input[31:0] addr,
    output[31:0] inst
    );
    reg[7:0] data[1023:0];
    initial
    begin
        data[0] = 8'h00; 
        data[1] = 8'h01;
        data[2] = 8'h10;
        data[3] = 8'd32;
        data[4] = 8'h00; 
        data[5] = 8'h01;
        data[6] = 8'h10;
        data[7] = 8'd33;
        data[8] = 8'h00; 
        data[9] = 8'h01;
        data[10] = 8'h10;
        data[11] = 8'd34;
        data[12] = 8'h00; 
        data[13] = 8'h01;
        data[14] = 8'h10;
        data[15] = 8'd36;
        data[16] = 8'h00; 
        data[17] = 8'h01;
        data[18] = 8'h10;
        data[19] = 8'd37;
        data[20] = 8'h00; 
        data[21] = 8'h01;
        data[22] = 8'h10;
        data[23] = 8'd42;
        data[24] = 8'b10001100; 
        data[25] = 8'h01;
        data[26] = 8'h00;
        data[27] = 8'h02;
        data[28] = 8'b10101100; 
        data[29] = 8'h01;
        data[30] = 8'h00;
        data[31] = 8'h02;
        data[32] = 8'b00010000; 
        data[33] = 8'h01;
        data[34] = 8'h00;
        data[35] = 8'h04;
        data[36] = 8'b00001000; 
        data[37] = 8'h00;
        data[38] = 8'h00;
        data[39] = 8'h0b;  
        data[40] = 8'h00; 
        data[41] = 8'h01;
        data[42] = 8'h10;
        data[43] = 8'd32;
        data[44] = 8'h00; 
        data[45] = 8'h01;
        data[46] = 8'h10;
        data[47] = 8'd33;   
        data[48] = 8'd35; 
        data[49] = 8'd0;
        data[50] = 8'd0;
        data[50] = 8'd0;   
    end
    assign inst = {data[addr],data[addr+1],data[addr+2],data[addr+3]};
endmodule
==> Slide: Implementation Results <==
Implementation Results

GRT
  • Grt met1 use: 0.2827
  • Vias in the first global route: 2683
  • Initial antenna violation count: 0
  • Largest net degree at the start of global routing: 10
  • Most used routing layer: met2
  • Remaining Overflow, GRT: 0
  • Total Routing Usage GR: 0.1952
  • M3 GR Usage: 0.03459
  • Global-route wire length before repair: 14.44 mm
  • Met2 Resource Use GR: 0.3021

Timing
  • Fmax achieved: 388.5 MHz
  • Post-route setup slack: -0.2737 ns
  • Setup TNS: -1.778 ns
  • Max-slew violation count: 0
  • Final hold violation count: 0
  • RSZ-0062 raised after global routing: yes
  • Fin crit share: 1.119
  • Setup violators final: 14
  • Tmin final: 2.574 ns

Power
  • Leakage: 1.862 nW
  • Switch share: 0.4645
  • Sw power: 0.4550 mW
  • Clk network pwr share: 0
  • P_int: 0.5245 mW
  • Max VDD drop: 175.4 uV
  • Reg power frac: 0
  • Combinational Power Share: 1.000
  • Pwr dens: 239.4 mW/mm2

Drt
  • Via density: 5.721
  • Vias post-DR: 2752
  • Antenna-violating nets left: 0
  • Avg WL per Cell: 22.19 um
  • Antenna diodes: 0
  • # DRC: 0
  • DRT Pass-1 Iters: 5
  • Final WL: 10.67 mm
  • 1st-iter DRT viols: 217

Synth
  • Distinct lib cells used: 71
  • YS chip area: 0.001820 mm2
  • Seq/Total Area, Yosys: 0
  • Synth Area per Inst: 7.585 um2
  • Post-Syn Instances: 240
  • # Cells Yosys: 240
  • Dominant cell area share: 0.1031
  • Mapped Area: 0.001820 mm2
  • Biggest area consumer among synthesized cells: ha_1
  • YS warnings: 1
  • Top cells by area: ha_1 10%, xnor2_2 5.4%, nand2_1 4.3%, xnor2_1 4.3%, mux2i_1 3.8%

Final layout
  • # fillers: 299
  • Share of cells above drive strength 1: 0.7139
  • Multi-input logic area: 0.002202 mm2
  • Layout clock buffer count: 0
  • Layout area overhead: 124.7%
  • Fin area: 0.004091 mm2
  • Seq_cells: 0
  • Flop area: 0 um2

Critical path
  • WP data arrival: 2.11 ns
  • Crit path kind: in -> out
  • Required time of the critical path: 1.84 ns
  • CP Max Fanout: 5
  • Setup crit end kind: output port
  • Nature of the critical path startpoint: input port

Worst hold path
  • Hold Path Origin: addr[5]
  • Worst hold stages: 4
  • Hold worst-path end: inst[24]
  • Worst hold path type: in -> out

Die
  • FP Core Util: 0.3286
  • FP Rows: 27
  • Die height: 96 um
  • Die Wd: 96 um
  • Core footprint: 0.005540 mm2
  • I/O pin cnt: 64
  • Die ar.: 0.009216 mm2

Place
  • Setup WS pre-CTS: -1.056 ns
  • GP Congestion: 0.9048
  • Port Buffers: 34
  • Hpwl dp: 4.583 mm
  • Placed Area: 0.002676 mm2

Status
  • Failing checks: setup timing
  • Outcome: finished with violations

Flow run
  • Max-cap violations: 0
  • Tool warnings: 72
-- power groups by stage --
stage     logic [mW]  registers [mW]  clock network [mW]
6_report       0.980               0                   0
5_1_grt         1.03               0                   0
4_1_cts        0.812               0                   0
-- worst max-delay path: stages --
cell     delay, ns
buf_8         0.10
buf_6         0.13
ha_4          0.17
buf_6         0.12
and2_4        0.14
o221a_4       0.32
buf_6         0.13
a22oi_2       0.13
o21ai_2       0.07
a32o_1        0.21
buf_2         0.13
-- worst max path at each step --
stage / startpoint / endpoint / slack, ns
6_report: addr[2] / inst[1] / -0.27
5_1_grt: addr[3] / inst[1] / -0.33
4_1_cts: addr[2] / inst[1] / -0.20
-- metrics by stage --
step,hold WS (ns),util,instances,power [mW]
after floorplan,1.087,-,243,0.3191
after global placement,2.157,0.4831,398,0.5676
after detailed placement,2.154,0.4831,398,0.5662
after CTS,1.581,0.6784,467,0.8122
after global routing,1.559,0.7385,481,1.026
final,1.544,0.7385,481,0.9795
-- area by class of cell --
type,instances,area share
Inverter,8,0.01162
Multi-Input combinational cell,207,0.5382
Tap cell,72,0.02202
Timing Repair Buffer,194,0.4281
-- cells in the mapped netlist (3+ instances only) --
master / instances
nand2_1: 21
ha_1: 15
a21oi_1: 13
nor2_1: 13
o21ai_0: 11
nand3_1: 9
xnor2_1: 9
buf_4: 8
mux2i_1: 7
o22ai_1: 7
buf_2: 6
buf_6: 6
clkbuf_1: 6
inv_1: 6
xnor2_2: 6
a31oi_1: 5
a22o_1: 4
and3_1: 4
o211ai_1: 4
o221ai_1: 4
a32oi_1: 3
and2_1: 3
nand2b_1: 3
nor3_1: 3
o21ai_1: 3
-- cells in the final DEF (no fill, tap or decap), types with 4 or more instances in the layout --
master,instances
clkbuf_2,7
nor2_1,8
ha_1,4
a22o_1,4
conb_1,4
a21oi_2,7
nand2_1,13
buf_4,108
o221ai_2,4
ha_4,9
xnor2_4,9
buf_6,44
xnor2_1,4
and2_4,4
mux2i_1,6
o21ai_2,5
a21oi_1,7
nand3_1,7
nor2_4,4
xnor2_2,4
o22ai_1,4
buf_12,8
o21ai_0,4
nand2_2,7
o211ai_1,4
o21ai_1,6
buf_2,16
-- cell families after synthesis --
logic type      Yosys count  synth area share
compound gates           86            0.3464
xor+xnor                 19            0.1409
fa+ha+maj                15            0.1031
buf+inv                  36            0.1306
mux                       8           0.04467
other cells               1          0.002060
simple gates             75            0.2323
-- per-layer routing --
metal / vias to the layer above / wire length, um
li1: 1238 / -
met1: 1339 / 4809
met2: 151 / 4693
met3: 24 / 959
met4: 0 / 211
met5: - / 0
-- what timing repair did --
| item | in CTS | in global routing |
|---|---|---|
| endpoints found under the hold margin | 0 | 0 |
| pin swaps | 74 | 48 |
| buffers inserted | 66 | 20 |
| hold buffers | 0 | 0 |
| gates resized | 209 | 74 |
| endpoints found under the setup margin | 28 | 25 |
| cloned | 3 | 0 |
Power and IR drop assume default switching activity.
